==> flow/design.v <==
`timescale 1ns / 1ps
module eth_arb_mux#(
    parameter NUM_REQS   = 2,
    parameter DATAW      = 8,
    parameter KEEP_EN    = (DATAW > 8),
    parameter TDATAW     = DATAW/8,
    parameter ID_EN      = 0,
    parameter ID_WIDTH   = 8,
    parameter DEST_EN    = 0,
    parameter DEST_WIDTH = 8,
    parameter USER_EN    = 1,
    parameter USER_WIDTH = 1,
    parameter ARB_TYPE   = "P"
)(
    input  logic clk,
    input  logic reset,
    input  logic [NUM_REQS-1 : 0]             s_eth_hdr_valid,
    input  logic [(NUM_REQS*48)-1 : 0]        s_eth_dest_mac,
    input  logic [(NUM_REQS*48)-1 : 0]        s_eth_src_mac,
    input  logic [(NUM_REQS*16)-1 : 0]        s_eth_type,    
    input  logic [NUM_REQS*DATAW-1  : 0]      s_eth_axi_payload_tdata,
    input  logic [NUM_REQS*TDATAW-1 : 0]      s_eth_axi_payload_tkeep,
    input  logic [NUM_REQS-1 : 0]             s_eth_axi_payload_tvalid,
    input  logic [NUM_REQS-1 : 0]             s_eth_axi_payload_tlast,   
    input  logic [NUM_REQS*USER_WIDTH-1 : 0]  s_eth_axi_payload_tuser,   
    input  logic [NUM_REQS*ID_WIDTH-1 : 0]    s_eth_axi_payload_tid,
    input  logic [NUM_REQS*DEST_WIDTH-1 : 0]  s_eth_axi_payload_tdest,
    output logic [NUM_REQS-1 : 0]             s_eth_hdr_ready,
    output logic [NUM_REQS-1 : 0]             s_eth_axi_payload_tready,
    input  logic                              m_eth_hdr_ready,
    input  logic                              m_eth_axi_payload_tready,
    output logic                              m_eth_hdr_valid,
    output logic [47 : 0]                     m_eth_dest_mac,
    output logic [47 : 0]                     m_eth_src_mac,
    output logic [15 : 0]                     m_eth_type,    
    output logic [DATAW-1  : 0]               m_eth_axi_payload_tdata,
    output logic                              m_eth_axi_payload_tvalid,
    output logic                              m_eth_axi_payload_tlast,
    output logic [TDATAW-1 : 0]               m_eth_axi_payload_tkeep,
    output logic [USER_WIDTH-1 : 0]           m_eth_axi_payload_tuser,   
    output logic [ID_WIDTH-1 : 0]             m_eth_axi_payload_tid,
    output logic [DEST_WIDTH-1 : 0]           m_eth_axi_payload_tdest
);
    localparam INDEXW = $clog2(NUM_REQS);
    logic frame_r, frame_n;
    logic [NUM_REQS-1 : 0] s_eth_hdr_ready_r, s_eth_hdr_ready_n;
    logic                     m_eth_hdr_valid_r, m_eth_hdr_valid_n;
    logic [47 : 0]            m_eth_dest_mac_r, m_eth_dest_mac_n;
    logic [47 : 0]            m_eth_src_mac_r, m_eth_src_mac_n;
    logic [15 : 0]            m_eth_type_r, m_eth_type_n; 
    logic [NUM_REQS-1 : 0] valid_req;
    logic [NUM_REQS-1 : 0] acknowledge;
    logic [NUM_REQS-1 : 0]  grant;
    logic                   valid;
    logic [INDEXW-1 : 0]    grant_index;
    logic [DATAW-1  : 0]      m_eth_axi_payload_tdata_internal;
    logic                     m_eth_axi_payload_tvalid_internal;
    logic                     m_eth_axi_payload_tlast_internal;
    logic [TDATAW-1 : 0]      m_eth_axi_payload_tkeep_internal;
    logic [USER_WIDTH-1 : 0]  m_eth_axi_payload_tuser_internal;   
    logic [ID_WIDTH-1 : 0]    m_eth_axi_payload_tid_internal;
    logic [DEST_WIDTH-1 : 0]  m_eth_axi_payload_tdest_internal;
    logic                     m_eth_axi_payload_tready_internal;
    logic                     m_eth_axi_payload_tready_e;
    assign s_eth_hdr_ready = s_eth_hdr_ready_r;
    assign s_eth_axi_payload_tready = (m_eth_axi_payload_tready_internal && valid) << grant_index;
    assign m_eth_hdr_valid = m_eth_hdr_valid_r;
    assign m_eth_dest_mac  = m_eth_dest_mac_r;
    assign m_eth_src_mac   = m_eth_src_mac_r;
    assign m_eth_type      = m_eth_type_r;
	logic                     selected_tvalid;
	logic                     selected_tready;
    logic [DATAW-1 : 0]       selected_tdata;
    logic [TDATAW-1 : 0]      selected_tkeep;  
    logic [USER_WIDTH-1 : 0]  selected_tuser;   
    logic [ID_WIDTH-1 : 0]    selected_tid;
    logic [DEST_WIDTH-1 : 0]  selected_tdest;
    logic                     selected_tlast;
	assign selected_tvalid  = s_eth_axi_payload_tvalid[grant_index];
    assign selected_tready  = s_eth_axi_payload_tready[grant_index];
    assign selected_tdata   = s_eth_axi_payload_tdata[grant_index*DATAW +: DATAW];
    assign selected_tkeep   = s_eth_axi_payload_tkeep[grant_index*TDATAW +: TDATAW];  
    assign selected_tuser   = s_eth_axi_payload_tuser[grant_index*USER_WIDTH +: USER_WIDTH];   
    assign selected_tid     = s_eth_axi_payload_tid[grant_index*ID_WIDTH +: ID_WIDTH];
    assign selected_tdest   = s_eth_axi_payload_tdest[grant_index*DEST_WIDTH +: DEST_WIDTH];
    assign selected_tlast   = s_eth_axi_payload_tlast[grant_index];
    eth_stream_arbiter#(
        .NUM_REQS(2),
        .ARB_TYPE(ARB_TYPE),
        .ARB_BLOCK(1),
        .ARB_BLOCK_ACK(1)
    ) arbiter (
        .clk(clk),
        .reset(reset),
        .valid_req(valid_req),
        .acknowledge(acknowledge),
        .grant(grant),
        .valid(valid),
        .grant_index(grant_index)
    );
    assign valid_req   = s_eth_hdr_valid & ~grant;
    assign acknowledge = grant & s_eth_axi_payload_tvalid & s_eth_axi_payload_tready & s_eth_axi_payload_tlast;
    always_comb begin
        frame_n = frame_r;
        s_eth_hdr_ready_n = 0;
        m_eth_hdr_valid_n = m_eth_hdr_valid_r && !m_eth_hdr_ready;
        m_eth_dest_mac_n  = m_eth_dest_mac_r;
        m_eth_src_mac_n   = m_eth_src_mac_r;
        m_eth_type_n      = m_eth_type_r;
        if(s_eth_axi_payload_tvalid[grant_index] && s_eth_axi_payload_tready[grant_index]) begin
            if(s_eth_axi_payload_tlast[grant_index])
                frame_n = 1'b0;
        end
        if (!frame_r && valid && (m_eth_hdr_ready || !m_eth_hdr_valid)) begin
            frame_n = 1'b1;
            s_eth_hdr_ready_n = grant;
            m_eth_hdr_valid_n = 1'b1;
            m_eth_dest_mac_n  = s_eth_dest_mac[grant_index*48 +: 48];
            m_eth_src_mac_n   = s_eth_src_mac[grant_index*48 +: 48];
            m_eth_type_n      = s_eth_type[grant_index*16 +: 16];
        end
        m_eth_axi_payload_tdata_internal  = selected_tdata;
        m_eth_axi_payload_tkeep_internal  = selected_tkeep;
        m_eth_axi_payload_tvalid_internal = selected_tvalid && m_eth_axi_payload_tready_internal && valid;
        m_eth_axi_payload_tlast_internal  = selected_tlast;
        m_eth_axi_payload_tid_internal    = selected_tid;
        m_eth_axi_payload_tdest_internal  = selected_tdest;
        m_eth_axi_payload_tuser_internal  = selected_tuser;
    end
    always @(posedge clk) begin
            frame_r <= frame_n;
            s_eth_hdr_ready_r <= s_eth_hdr_ready_n;
            m_eth_hdr_valid_r <= m_eth_hdr_valid_n;
            m_eth_dest_mac_r  <= m_eth_dest_mac_n;
            m_eth_src_mac_r   <= m_eth_src_mac_n;
            m_eth_type_r      <= m_eth_type_n;
            if (reset) begin
                frame_r <= 1'b0;
                s_eth_hdr_ready_r <= 0;
                m_eth_hdr_valid_r <= 0;
            end
    end
    logic [DATAW-1  : 0]      m_eth_axi_payload_tdata_r;
    logic                     m_eth_axi_payload_tvalid_r, m_eth_axi_payload_tvalid_n;
    logic                     m_eth_axi_payload_tlast_r;
    logic [TDATAW-1 : 0]      m_eth_axi_payload_tkeep_r;
    logic [USER_WIDTH-1 : 0]  m_eth_axi_payload_tuser_r;   
    logic [ID_WIDTH-1 : 0]    m_eth_axi_payload_tid_r;
    logic [DEST_WIDTH-1 : 0]  m_eth_axi_payload_tdest_r;
    logic [DATAW-1  : 0]      m_eth_axi_payload_tdata_temp;
    logic                     m_eth_axi_payload_tvalid_temp_r, m_eth_axi_payload_tvalid_temp_n;
    logic                     m_eth_axi_payload_tlast_temp;
    logic [TDATAW-1 : 0]      m_eth_axi_payload_tkeep_temp;
    logic [USER_WIDTH-1 : 0]  m_eth_axi_payload_tuser_temp;   
    logic [ID_WIDTH-1 : 0]    m_eth_axi_payload_tid_temp;
    logic [DEST_WIDTH-1 : 0]  m_eth_axi_payload_tdest_temp;
    logic str_axi_internal_to_out;
    logic str_axi_internal_to_temp;
    logic str_axi_temp_to_out;
    assign m_eth_axi_payload_tdata  = m_eth_axi_payload_tdata_r;
    assign m_eth_axi_payload_tvalid = m_eth_axi_payload_tvalid_r;
    assign m_eth_axi_payload_tlast  = m_eth_axi_payload_tlast_r;
    assign m_eth_axi_payload_tkeep  = KEEP_EN ? m_eth_axi_payload_tkeep_r : 0;
    assign m_eth_axi_payload_tuser  = USER_EN ? m_eth_axi_payload_tuser_r : 0;
    assign m_eth_axi_payload_tid    = ID_EN   ? m_eth_axi_payload_tid_r   : 0;
    assign m_eth_axi_payload_tdest  = DEST_EN ? m_eth_axi_payload_tdest_r : 0;
    assign m_eth_axi_payload_tready_e = m_eth_hdr_ready || (!m_eth_axi_payload_tvalid_temp_r && !m_eth_axi_payload_tvalid_r);
    always_comb begin
            m_eth_axi_payload_tvalid_n      = m_eth_axi_payload_tvalid_r;
            m_eth_axi_payload_tvalid_temp_n = m_eth_axi_payload_tvalid_temp_r;
            str_axi_internal_to_out  = 1'b0;
            str_axi_internal_to_temp = 1'b0;
            str_axi_temp_to_out      = 1'b0;
            if (m_eth_axi_payload_tready_internal) begin
                if (m_eth_axi_payload_tready || !m_eth_axi_payload_tvalid_r) begin
                    m_eth_axi_payload_tvalid_n  = m_eth_axi_payload_tvalid_internal;
                    str_axi_internal_to_out     = 1'b1;
                end else begin
                    m_eth_axi_payload_tvalid_temp_n = m_eth_axi_payload_tvalid_internal;
                    str_axi_internal_to_temp        = 1'b1;
                end
            end else if (m_eth_axi_payload_tready) begin
                m_eth_axi_payload_tvalid_n      = m_eth_axi_payload_tvalid_temp_r;
                m_eth_axi_payload_tvalid_temp_n = 1'b0;
                str_axi_temp_to_out             = 1'b1;
            end
    end
    always@(posedge clk) begin
        m_eth_axi_payload_tvalid_r        <= m_eth_axi_payload_tvalid_n;
        m_eth_axi_payload_tready_internal <= m_eth_axi_payload_tready_e;
        m_eth_axi_payload_tvalid_temp_r   <= m_eth_axi_payload_tvalid_temp_n;
        if(str_axi_internal_to_out) begin
            m_eth_axi_payload_tdata_r <= m_eth_axi_payload_tdata_internal;
            m_eth_axi_payload_tkeep_r <= m_eth_axi_payload_tkeep_internal;
            m_eth_axi_payload_tlast_r <= m_eth_axi_payload_tlast_internal;
            m_eth_axi_payload_tid_r   <= m_eth_axi_payload_tid_internal;
            m_eth_axi_payload_tdest_r <= m_eth_axi_payload_tdest_internal;
            m_eth_axi_payload_tuser_r <= m_eth_axi_payload_tuser_internal;
        end else if(str_axi_temp_to_out) begin
            m_eth_axi_payload_tdata_r <= m_eth_axi_payload_tdata_temp;
            m_eth_axi_payload_tkeep_r <= m_eth_axi_payload_tkeep_temp;
            m_eth_axi_payload_tlast_r <= m_eth_axi_payload_tlast_temp;
            m_eth_axi_payload_tid_r   <= m_eth_axi_payload_tid_temp;
            m_eth_axi_payload_tdest_r <= m_eth_axi_payload_tdest_temp;
            m_eth_axi_payload_tuser_r <= m_eth_axi_payload_tuser_temp;
        end
        if(str_axi_temp_to_out) begin
            m_eth_axi_payload_tdata_temp <= m_eth_axi_payload_tdata_internal;
            m_eth_axi_payload_tkeep_temp <= m_eth_axi_payload_tkeep_internal;
            m_eth_axi_payload_tlast_temp <= m_eth_axi_payload_tlast_internal;
            m_eth_axi_payload_tid_temp   <= m_eth_axi_payload_tid_internal;
            m_eth_axi_payload_tdest_temp <= m_eth_axi_payload_tdest_internal;
            m_eth_axi_payload_tuser_temp <= m_eth_axi_payload_tuser_internal;
        end
        if(reset) begin
            m_eth_axi_payload_tvalid_r        <= 1'b0;
            m_eth_axi_payload_tready_internal <= 1'b0;
            m_eth_axi_payload_tvalid_temp_r   <= 1'b0;
        end
    end
endmodule
`timescale 1ns / 1ps
module eth_stream_arbiter#(
    parameter NUM_REQS       = 4,
    parameter ARB_TYPE       = "P",
    parameter ARB_BLOCK      = 0,
    parameter REVERSE        = 0,
    parameter ARB_BLOCK_ACK  = 1,
    parameter INDEXW         = $clog2(NUM_REQS)
)(
    input  logic clk,
    input  logic reset,
    input  logic [NUM_REQS-1 : 0]  valid_req,
    input  logic [NUM_REQS-1 : 0]  acknowledge,
    output logic [NUM_REQS-1 : 0]  grant,
    output logic                   valid,
    output logic [INDEXW-1 : 0]    grant_index
);
    logic [NUM_REQS-1 : 0] grant_r, grant_n;
    logic [INDEXW-1 : 0]   index_r, index_n;
    logic valid_r, valid_n;
    assign grant        = grant_r;
    assign valid        = valid_r;
    assign grant_index  = index_r;
    logic req_valid;
    logic [INDEXW-1 : 0]   req_index;
    logic [NUM_REQS-1 : 0] req_mask;
    priority_encoder #(
        .N (NUM_REQS),
        .REVERSE(REVERSE)
    ) priority_encoder_1 (
        .data_in   (valid_req),
        .index     (req_index),
        .onehot    (req_mask),
        .valid_out (req_valid)
    );
    logic [NUM_REQS-1 : 0] mask_r, mask_n;
    logic req_valid_masked;
    logic [INDEXW-1 : 0]   req_index_masked;
    logic [NUM_REQS-1 : 0] req_mask_masked;
    priority_encoder #(
        .N (NUM_REQS),
        .REVERSE(REVERSE)
    ) priority_encoder_2 (
        .data_in   (mask_r & valid_req),
        .index     (req_index_masked),
        .onehot    (req_mask_masked),
        .valid_out (req_valid_masked)
    );
    always_comb begin
        grant_n = 0;
        valid_n = 0;
        index_n = 0;
        mask_n  = mask_r;
        if(ARB_BLOCK && !ARB_BLOCK_ACK && grant_r & valid_req) begin
            valid_n = valid_r;
            grant_n = grant_r;
            index_n = index_r;
        end else if(ARB_BLOCK && ARB_BLOCK_ACK && valid && !(grant_r & acknowledge)) begin
            valid_n = valid_r;
            grant_n = grant_r;
            index_n = index_r;
        end else if(req_valid) begin
            if(ARB_TYPE == "R") begin
                if(req_valid_masked) begin
                    valid_n = 1'b1;
                    grant_n = req_mask_masked;
                    index_n = req_index_masked;
                    if(!REVERSE) begin
                        mask_n = {NUM_REQS{1'b1}} << (req_index_masked + 1);
                    end
                    else begin
                        mask_n = {NUM_REQS{1'b1}} >> (NUM_REQS - req_index_masked);
                    end
                end else begin
                    valid_n = 1'b1;
                    grant_n = req_mask;
                    index_n = req_index;
                    if(!REVERSE) begin
                        mask_n = {NUM_REQS{1'b1}} << (req_index + 1);
                    end
                    else begin
                        mask_n = {NUM_REQS{1'b1}} >> (NUM_REQS - req_index);
                    end
                end
            end else begin
                valid_n = 1'b1;
                grant_n = req_mask;
                index_n = req_index;
            end
        end
    end
    always@(posedge clk) begin
        grant_r  <= grant_n;
        valid_r  <= valid_n; 
        index_r  <= index_n;
        mask_r   <= mask_n;
        if(reset) begin
            grant_r  <= 0;
            valid_r  <= 0; 
            index_r  <= 0;
            mask_r   <= 0;
        end
    end
endmodule
`timescale 1ns / 1ps
module priority_encoder#(
    parameter N       = 4,
    parameter REVERSE = 0,
    parameter MODEL   = 2, 
    parameter LN      =  (((N) > 1) ? $clog2(N) : 1) 
)(
    input  wire [N-1 : 0]  data_in, 
    output wire [N-1 : 0]  onehot,
    output wire [LN-1 : 0] index,
    output wire            valid_out
);
    integer j;
    genvar  i;
    wire [N-1 : 0] reversed;
    generate
        if(REVERSE)
        begin
            for ( i = 0; i < N; i =i+1)
            begin
                assign reversed[N-i-1] = data_in[i];
            end 
        end
        else begin
            assign reversed = data_in;
        end
        if(N == 1)
        begin
            assign onehot    = reversed;
            assign index     = 0;
            assign valid_out = reversed;
        end
        else if(N == 2)
        begin
           assign onehot    = {~reversed[0], reversed[0]};
           assign index     = ~reversed[0];
           assign valid_out = (| reversed);
        end
        else if(MODEL == 1)
        begin
            wire [N-1 : 0] scan_lo;
            scan #(
                .N  (N),
                .OP (2)
            ) scan (
                .data_in  (reversed),  
                .data_out (scan_lo)    
            );
            lazy_counter #(
                .N (N)
            ) lzc (
                .in_i   (reversed),     
                .cnt_o  (index),        
                .valid_o() 
            );
            assign onehot    = scan_lo & {(~scan_lo[N-2:0]), 1'b1};
            assign valid_out = scan_lo[N-1];
        end
        else begin
            reg [LN-1 : 0] index_r;
            reg [N-1 : 0]  onehot_r;
            always@(*)
            begin
                index_r  = {LN{1'bx}}; 
                onehot_r = {N{1'bx}};
                for(j = N-1 ; j >= 0 ; j = j-1)
                begin
                    if(reversed[j])
                    begin
                        index_r     = j[LN-1 : 0];
                        onehot_r    = 0;
                        onehot_r[j] = 1'b1;
                    end
                end
            end
            assign index     = index_r;
            assign onehot    = onehot_r;
            assign valid_out = (| reversed); 
        end
    endgenerate
endmodule
==> flow/run.sh <==
#!/bin/bash
# OpenROAD 26Q1-2900-gdf79404cd8, Yosys 0.63+post, stock flow scripts
make -C /OpenROAD-flow-scripts/flow DESIGN_CONFIG=/design/flow/config.mk WORK_HOME=/design/flow/orfs finish
==> flow/config.mk <==
export PLATFORM = sky130hd
export DESIGN_NAME = eth_arb_mux
export DESIGN_NICKNAME = eth_arb_mux
export VERILOG_FILES = /design/flow/design.v
export SDC_FILE = /design/flow/constraint.sdc
export NUM_CORES = 4
export LEC_CHECK = 1
export CORE_AREA = 10 10 253 253
export DIE_AREA = 0 0 263 263
==> flow/constraint.sdc <==
current_design eth_arb_mux

set clk_period 10.8
set clk_io_pct 0.2

create_clock -name clk0 -period $clk_period [get_ports {clk}]

set non_clock_inputs [all_inputs -no_clocks]
set_input_delay [expr $clk_period * $clk_io_pct] -clock clk0 $non_clock_inputs
set_output_delay [expr $clk_period * $clk_io_pct] -clock clk0 [all_outputs]
==> notes.md <==
flow finished, numbers: 1st-iter DRT viols=roughly 120, filler cell count=between 6000 and 7000, M2 GR Usage=0.104, Worst Hold Slack=0.501 ns, cell count after synthesis=351, clock buffer depth=2, max cap viols=0, Hold-fix buffers, CTS=0, Hold Crit Class=flop to flop, htree depth=4, peak supply drop=around 0.12 mV, Crit path top cell by count=nand2b_1, final hold violations=0, I/O Buffers=approximately 380, Syn Std Cell Area=about 6500 um^2, Clock Tree Root=clkbuf_16, clock buffer count from CTS=17, max frequency=between 200 and 300 MHz, RD Place Congestion=~0.8, post-synthesis cell type count=28, Pre-antenna DRT Iters=4, met3 usage=0.0410, HPWL after detailed placement=approximately 18 mm, setup repair bufs after CTS=0, Yosys Warn Count=2, Required @ worst endpoint=roughly 11 ns, # IOs=between 400 and 500, Worst Path Arrival=between 4 and 5 ns, Final period util=0.363, GR Layer Usage met1=0.0725, cell total in the yosys stat output=351, Layout area overhead=80.1%, leakage=about 0.0040 uW, via-per-instance ratio=2.87, Top cell area share=0.614, gr usage total=0.0648, largest net degree at the start of global routing=41, via count=about 4400, Tmin final=3.92 ns, diode count=0, FP Core Util=0.110, die area=roughly 69000 um^2, sum of negative setup slack=0 ns, status=finished, final reports clean, Yosys reg bits=around 140, Core ar.=between 50000 and 60000 um^2, OpenROAD warnings=between 50 and 60, most crowded layer after global routing=met2, Synth area leader=edfxtp_1, post-cts sizing count=0, DRT Wirelength=23.0 mm, number of remaining DRC errors=0, FF/Latch Area=roughly 4200 um^2, Post-DRT Antenna Nets=0, Clk Latency, worst-skew pair=0.47 ns, Die Wd=approximately 260 um, global-route wire length before repair=~33 mm, critical path type=input pin to flop, Worst Clk Skew=just under 0.01 ns, Worst-path clk slew=~0.06 ns, CTS tree=yes, Slowest cell on crit path=buf_4, layout cells sized above 1=0.232, wire per inst=15.1 um, number of global-route vias before repair=roughly 4800, cell breakdown of the critical path=clkdlybuf4s50_1 -> nand2b_1 -> nand2b_1 -> inv_4 -> buf_4, main area contributors=edfxtp_1 61%, mux2_4 13%, mux2_2 13%, dfxtp_1 3.1%, buf_4 2.7%, crit-path max FO=38, Setup-failing EPs final=0, synthesized area per cell=between 15 and 20 um^2, Inst Count DP=around 1500, Max Slew Vio Count=0, Die Span Y=~260 um, Seq share, synth=0.645, RSZ-0062 raised after global routing=false, comb. cell area=2020 um^2, Overflow after GRT=0, initial antenna violation count=2, final non-filler cell total=~1500, power per cell area=about 140 nW/um^2, CP endpoint kind=flop, worst slew pin tran=between 0.7 and 0.8 ns, worst relative slew slack=0.527, post-synth area from yosys stat=between 6000 and 7000 um^2, FP Rows=around 89, CTS Sinks=142, CP max stage delay=between 0.5 and 0.6 ns, Startpoint Class=input pin
==> flip-flops by register name (all words and copies together), names as in the netlist <==
signal	count
m_eth_axi_payload_tvalid_r	1
s_eth_hdr_ready_r	2
m_eth_axi_payload_tuser_r	1
m_eth_axi_payload_tdata_r	8
arbiter.grant_r	1
arbiter.valid_r	1
m_eth_axi_payload_tlast_temp	1
m_eth_dest_mac_r	48
m_eth_src_mac_r	48
arbiter.index_r	1
m_eth_hdr_valid_r	1
frame_r	1
m_eth_axi_payload_tvalid_temp_r	1
m_eth_axi_payload_tdata_temp	8
m_eth_type_r	16
m_eth_axi_payload_tready_internal	1
m_eth_axi_payload_tuser_temp	1
m_eth_axi_payload_tlast_r	1
==> kinds of logic after synthesis <==
group	after synthesis	share of synthesized area
buffers and inverters	36	0.0519
other	1	0.000581
AOI/OAI and AO/OA	12	0.0134
muxes	133	0.266
and+or+nand+nor	27	0.0235
DFF	142	0.645
==> Yosys cell counts (all sizes together) <==
master  count
inv         3
nor3b       4
o21ai       2
edfxtp    132
mux2      132
a31oi       2
a21o        2
conb        1
a311oi      1
buf        32
nand2b      8
dfxtp      10
nor2b       1
nor2        7
mux2i       1
and3        1
a21oi       4
nand2       6
clkbuf      1
a41o        1
==> worst paths after layout <==
path / from / end / slack (ns) / cells after the start
min: arbiter.grant_r[0] / arbiter.grant_r[0] / 0.50 / 2
min reg2reg: arbiter.grant_r[0] / arbiter.grant_r[0] / 0.50 / 2
max: m_eth_hdr_ready / m_eth_type_r[12] / 6.88 / 5
max reg2reg: arbiter.index_r / m_eth_type_r[11] / 7.76 / 4
==> worst max-delay path: cells and delay by family <==
kind                   cells  cell delay, ns
buffers and inverters      3            1.45
AND/OR/NAND/NOR            2            0.35
==> per-stage QoR <==
step                      total power, uW  setup WS [ns]  cell area, um^2  utilization
after floorplan                       773           5.74             6520            -
after global placement                960           6.35            11000        0.187
after detailed placement              962           6.32            11000        0.187
after CTS                            1630           6.82            11600        0.198
after global routing                 1660           6.75            11600        0.198
final                                1580           6.88            11600        0.198
==> routing by layer <==
layer | vias up | share of wire
met1 | 1984 | 0.39
met3 | 26 | 0.13
met4 | 4 | 0.023
met5 | - | 0.0010
met2 | 269 | 0.46
li1 | 2088 | -
==> cell type report <==
cell class	instances	share of cell area
Inverter	3	0.00118
Clock buffer	22	0.0399
Sequential cell	142	0.358
Timing Repair Buffer	385	0.330
Clock inverter	10	0.0138
Tap cell	773	0.0832
Multi-Input combinational cell	189	0.173
==> cells in the final DEF (no fill, tap or decap), types with 4 or more instances in the layout <==
| cell | Yosys | layout |
|---|---|---|
| bufinv_16 | 0 | 4 |
| nand2_1 | 5 | 5 |
| mux2_4 | 58 | 58 |
| nor2_1 | 6 | 6 |
| edfxtp_1 | 132 | 132 |
| dfxtp_1 | 10 | 9 |
| conb_1 | 1 | 17 |
| nand2b_1 | 8 | 8 |
| buf_4 | 23 | 6 |
| clkdlybuf4s50_1 | 0 | 379 |
| clkbuf_16 | 0 | 17 |
| mux2_2 | 74 | 74 |
==> power by group <==
group,internal [uW],total [uW],switching (uW)
clock,397,641,243
combinational,191,268,77.2
sequential,659,673,13.9
Power and IR drop assume default switching activity.
