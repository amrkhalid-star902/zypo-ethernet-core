==> /design/flow/design.v <==
`timescale 1ns / 1ps
module eth_dp_ram#(
    parameter DATAW     = 8,
    parameter SIZE      = 256,
    parameter BYTEENW   = 1,
    parameter OUT_REG   = 0,
    parameter ADDRW     = $clog2(SIZE),
    parameter INIT_ENABLE = 1,  
    parameter INIT_FILE   = "",  
    parameter [DATAW-1:0] INIT_VALUE = 0
)(
    input  logic                 clk,
    input  logic [BYTEENW-1 : 0] wren,
    input  logic [ADDRW-1 : 0]   raddr,
    input  logic [ADDRW-1 : 0]   waddr,
    input  logic [DATAW-1 : 0]   wdata,
    output logic [DATAW-1 : 0]   rdata
);
    integer k;
    if(OUT_REG)
    begin
        logic [DATAW-1:0] rdata_r;
        if(BYTEENW > 1)
        begin
            logic [BYTEENW-1:0][7:0] ram [SIZE-1:0];
            if (INIT_ENABLE) begin                              
        if (INIT_FILE != "") begin                      
            initial $readmemh(INIT_FILE, ram);          
        end else begin                                  
            initial                                     
                for (k = 0; k < SIZE; k = k + 1)        
                    ram[k] = INIT_VALUE;                
        end                                             
    end
            always@(posedge clk) 
            begin : RAM_operations
                for(integer i = 0 ; i < BYTEENW; i++)
                begin
                    if(wren[i])
                        ram[waddr][i] <= wdata[i*8 +: 8];
                end 
                rdata_r <= ram[raddr];
            end 
        end 
        else begin
            logic [DATAW-1:0] ram [SIZE-1:0];
            if (INIT_ENABLE) begin                              
        if (INIT_FILE != "") begin                      
            initial $readmemh(INIT_FILE, ram);          
        end else begin                                  
            initial                                     
                for (k = 0; k < SIZE; k = k + 1)        
                    ram[k] = INIT_VALUE;                
        end                                             
    end
            integer i;
            always @(posedge clk) 
            begin
                if(wren)
                    ram[waddr] <= wdata;
                rdata_r <= ram[raddr];
            end
        end
        assign rdata = rdata_r;
    end
    else begin
        if(BYTEENW > 1)
        begin
            logic [BYTEENW-1:0][7:0] ram [SIZE-1:0]; 
            if (INIT_ENABLE) begin                              
        if (INIT_FILE != "") begin                      
            initial $readmemh(INIT_FILE, ram);          
        end else begin                                  
            initial                                     
                for (k = 0; k < SIZE; k = k + 1)        
                    ram[k] = INIT_VALUE;                
        end                                             
    end
            always@(posedge clk)
            begin : RAM_Operations1
                for(integer i = 0 ; i < BYTEENW; i++)
                begin
                    if(wren[i])
                        ram[waddr][i] <= wdata[i*8 +: 8];
                end 
            end 
            assign rdata  = ram[raddr];
        end 
        else begin
            logic [DATAW-1:0] ram [SIZE-1:0];
            if (INIT_ENABLE) begin                              
        if (INIT_FILE != "") begin                      
            initial $readmemh(INIT_FILE, ram);          
        end else begin                                  
            initial                                     
                for (k = 0; k < SIZE; k = k + 1)        
                    ram[k] = INIT_VALUE;                
        end                                             
    end
            integer i;
            always @(posedge clk) 
            begin 
                if(wren)
                    ram[waddr] <= wdata;
            end
            assign rdata  = ram[raddr];
        end
    end
endmodule
==> /design/flow/run.sh <==
#!/bin/bash
# OpenROAD 26Q1-2900-gdf79404cd8, Yosys 0.63+post, stock flow scripts
make -C /OpenROAD-flow-scripts/flow DESIGN_CONFIG=/design/flow/config.mk WORK_HOME=/design/flow/orfs finish
==> /design/flow/config.mk <==
export PLATFORM = sky130hd
export DESIGN_NAME = eth_dp_ram
export DESIGN_NICKNAME = eth_dp_ram
export VERILOG_FILES = /design/flow/design.v
export SDC_FILE = /design/flow/constraint.sdc
export NUM_CORES = 4
export LEC_CHECK = 1
export CORE_UTILIZATION = 40
==> /design/flow/constraint.sdc <==
current_design eth_dp_ram

set clk_period 8.6
set clk_io_pct 0.2

create_clock -name clk0 -period $clk_period [get_ports {clk}]

set non_clock_inputs [all_inputs -no_clocks]
set_input_delay [expr $clk_period * $clk_io_pct] -clock clk0 $non_clock_inputs
set_output_delay [expr $clk_period * $clk_io_pct] -clock clk0 [all_outputs]
==> results.sh <==
# physical design summary
export IMPL_outcome="complete, no violations"
export IMPL_flop_cell="edfxtp_1"
export IMPL_track_usage=0.218
export IMPL_warnings=29
export IMPL_report_final_slew_viol_count=0
export IMPL_fin_crit_ns=7.74
export IMPL_cp_max_fo=69
export IMPL_finalWorstSetupSlack_ns=0.857
export IMPL_power_density_mw_per_mm2=230
export IMPL_peakVddDrop_uv=172
export IMPL_min_path_type="input pin to register"
export IMPL_ctsResizeCount=0
export IMPL_ys_warn_count=1
export IMPL_dp_slack_ns=0.694
export IMPL_cts_root_buffer="clkbuf_16"
export IMPL_cts_tree="built"
export IMPL_register_area_sq_mm=0.0615
export IMPL_via_per_inst=5.65
export IMPL_leakage_nw=27.5
export IMPL_yosysSeqAreaShare=0.775
export IMPL_async_flop_share=0
export IMPL_grt_overflow_total=0
export IMPL_cts_hold_buf=0
export IMPL_largest_area_cell="edfxtp_1"
export IMPL_startpoint_type="input pin"
export IMPL_routed_wl_mm=194
export IMPL_fin_setup_tns_ns=0
export IMPL_synth_area_yosys_sq_mm=0.0794
export IMPL_fmax_mhz=129
export IMPL_fillerInstances=16200
export IMPL_cp_required_ns=6.88
export IMPL_chip_area_sq_mm=0.200
export IMPL_drive_gt1_frac=0.232
export IMPL_worstSetupPathType="input pin to primary output"
export IMPL_worstMarginPinSlew_ns=1.07
export IMPL_ys_flops=2048
export IMPL_critical_path_arrival_ns=6.02
export IMPL_post_drt_wl_per_cell_um=28.9
export IMPL_antenna_found_initial=6
export IMPL_synth_top_cell_area_share=0.775
export IMPL_syn_to_final_growth_pct=12.9
export IMPL_htree_levels=4
export IMPL_initCoreUtil=0.403
export IMPL_clk_pin_slew_worst_paths_ns=0.06
export IMPL_ant_nets=0
export IMPL_drt_initial_drc_count=2730
export IMPL_netlist_area_sq_mm=0.0794
export IMPL_place_congestion=0.901
export IMPL_io_buffers=33
export IMPL_top_register="genblk1.genblk1.ram"
export IMPL_die_h_um=448
export IMPL_num_vias=38000
export IMPL_die_w_um=448
export IMPL_largest_registers="genblk1.genblk1.ram x2048"
export IMPL_grt_pass1_wl_mm=285
export IMPL_rsz0062_at_grt="no"
export IMPL_postCtsSetupRepairBufs=0
export IMPL_design_area_sq_mm=0.0896
export IMPL_finalHoldViolCount=0
export IMPL_largest_reg_flops=2048
export IMPL_cts_buffer_depth=3
export IMPL_drc=0
export IMPL_finalClockPeriodUsage=0.900
export IMPL_ys_cells=3725
export IMPL_grt_pass1_vias=41700
export IMPL_rows=163
export IMPL_core_area_sq_mm=0.197
export IMPL_cap_violations=0
export IMPL_end_kind="primary output"
export IMPL_top_cells_by_area="edfxtp_1 (77%), mux4_2 (13%), mux2i_1 (1.7%)"
export IMPL_synth_cell_type_count=54
export IMPL_logic_area_sq_mm=0.0165
export IMPL_ios=34
export IMPL_avgSynthCellArea_sq_um=21.3
export IMPL_drt_pass1_iter_count=5
export IMPL_final_core_utilization=0.454
export IMPL_slew_headroom=0.283
export IMPL_hpwl_mm=118
export IMPL_cts_buffers=200
export IMPL_synth_cells=3725
export IMPL_clock_sinks=2048
export IMPL_grt_max_degree=106
export IMPL_setup_violations_final=0
export IMPL_dpl_cell_area_sq_mm=0.0832
export IMPL_edf_count=2048
-- power by group --
group	leakage, nW	total (W)	switching, W	internal [W]
logic	5.91	0.000994	0.000647	0.000347
registers	18.4	0.0110	0.00000429	0.0110
clock network	3.15	0.00859	0.00370	0.00490
total	27.5	0.0206	0.00435	0.0162
-- per-layer routing --
metal	vias to the layer above	part of all wire	global-route usage
met2	2058	0.48	0.323
li1	16100	-	-
met3	341	0.16	0.151
met5	-	0.00053	0.00269
met4	6	0.027	0.0464
met1	19500	0.34	0.278
-- cell type report --
class / count / share of cell area
clock buffers: 239 / 0.0587
diodes: 2 / 0.0000558
clock inverters: 133 / 0.0134
inverters: 2 / 0.0000838
repair buffers: 210 / 0.0207
multi-input cells: 1442 / 0.184
flip-flops and latches: 2048 / 0.686
well taps: 2640 / 0.0369
-- cells in the final DEF (no fill, tap or decap), drive strengths merged, types with 10 or more instances in the layout --
master         netlist  layout
mux2i              134     134
a22oi              133     133
a211oi              16      16
o221ai              47      47
buf                122     191
nor2               282     282
a221oi              14      14
o21ai               12      12
mux4               456     456
clkinv               1     105
a21oi               96      96
nand2               33      33
bufinv               0      18
clkbuf             111     239
nand3               34      34
clkdlybuf4s50        0      19
nand4               10      10
nor2b               31      31
o22ai               28      28
edfxtp            2048    2048
nor4                27      27
nor3                22      22
o211ai              10      10
-- cell usage after synthesis, types with 22 or more instances --
cell         n
nor2_1     282
mux2i_1    134
edfxtp_1  2048
nand3_1     34
nor3_1      22
o221ai_1    46
nand2_1     33
buf_4       27
buf_2       31
nor4_1      24
a22oi_1    133
nor2b_1     31
o22ai_1     28
a21oi_1     96
mux4_2     454
buf_1       22
clkbuf_1   111
-- worst paths after layout --
kind | end | from | cells past startpoint
worst max-delay path | rdata[7] | raddr[1] | 11
worst min-delay path | genblk1.genblk1.ram[81][4] | wdata[4] | 1
-- metrics by stage --
stage	hold WS, ns	power [W]	std cells
floorplan	1.82	0.0118	3725
global placement	2.14	0.0122	6342
detailed placement	2.15	0.0122	6342
CTS	1.26	0.0208	6714
global route	1.29	0.0212	6715
finish	1.32	0.0206	6716
-- cell families (layout without fill, tap and decap cells) --
logic type	Yosys count	in the layout	share of synthesized area
DFF	2048	2048	0.775
muxes	591	591	0.146
and+or+nand+nor	466	466	0.0263
AOI/OAI and AO/OA	385	385	0.0343
buffers and inverters	235	584	0.0183
other	0	2	0
-- critical path, stage by stage --
cell,delay [ns]
buf_8,0.31
buf_12,0.40
buf_4,0.55
nor2b_1,0.32
a221oi_1,0.35
o211ai_1,0.14
nand3_1,0.20
nor4_1,0.15
buf_4,0.20
nor4_1,0.87
clkdlybuf4s50_1,0.66
Power is estimated from default activity; no workload was simulated.
